**flow/config.mk**
```make
export PLATFORM = sky130hd
export DESIGN_NAME = vending_machine
export DESIGN_NICKNAME = vending_machine
export VERILOG_FILES = /design/flow/design.v
export SDC_FILE = /design/flow/constraint.sdc
export NUM_CORES = 4
export LEC_CHECK = 1
export CORE_AREA = 10 10 70 70
export DIE_AREA = 0 0 80 80
```
**flow/run.sh**
```bash
#!/bin/bash
# OpenROAD 26Q1-2900-gdf79404cd8, Yosys 0.63+post, stock flow scripts
make -C /OpenROAD-flow-scripts/flow DESIGN_CONFIG=/design/flow/config.mk WORK_HOME=/design/flow/orfs finish
```
**flow/design.v**
```verilog
module vending_machine(a, b, c, clk, reset, change, bottle);
	input a, b, c, clk, reset;
	output reg change, bottle;
	reg [3:1] Y, y;
	parameter[3:1] A = 3'b000, B = 3'b001, C = 3'b010, D = 3'b011, E = 3'b101, F = 3'b110;
	parameter[3:1] c0 = 3'b000, c1 = 3'b001, c2 = 3'b010, c3 = 3'b011, c4 = 3'b111;
	always @(posedge clk, negedge reset)
		begin 
			if(~reset)
				y <= A;
			else 
				y <= Y;
		end
	always @(a, b, c, y)
		begin 
			case(y)
				A: if(a == 1 && b == 0 && c ==0)
						begin
							Y <= B;
							change <= c0;
						end
					else if(a == 0 && b == 1 && c ==0)
							begin 
								Y <= C;
								change <= c0;
							end
					else if (a == 0 && b == 0 && c == 1)
							begin
								Y <= F;
								bottle <= 1;
								change <= c0;
							end
					else  begin 
							Y <= A;
							change <= c0;
							end 
				B: if(a == 1 && b == 0 && c ==0)
						begin
							Y <= C;
							change <= c0;
						end
					else if(a == 0 && b == 1 && c ==0)
							begin 
								Y <= D;
								change <= c0;
							end
					else if (a == 0 && b == 0 && c == 1)
							begin
								Y <= F;
								bottle <= 1;
								change <= c1;
							end
					else	begin
							Y <= B;
							change <= c0;
							end
				C: if(a == 1 && b == 0 && c ==0)
						begin
							Y <= D;
							change <= c0;
						end
					else if(a == 0 && b == 1 && c ==0)
							begin 
								Y <= E;
								change <= 0;
							end
					else if (a == 0 && b == 0 && c == 1)
							begin
								Y <= F;
								bottle <= 1;
								change <= c2;
							end
					else	begin
							Y <= C;
							change <= c0;	
							end
				D: if(a == 1 && b == 0 && c ==0)
						begin
							Y <= E;
							change <= c0;
						end
					else if(a == 0 && b == 1 && c ==0)
							begin 
								Y <= F;
								bottle <= 1;
								change <= c0;
							end
					else if (a == 0 && b == 0 && c == 1)
							begin
								Y <= F;
								bottle <= 1; 
								change <= c3;
							end
					else	begin
							Y <= D;
							change <= c0;	
							end
				E: if(a == 1 && b == 0 && c ==0)
						begin
							Y <= F;
							bottle <= 1;
							change <= c0;
						end
					else if(a == 0 && b == 1 && c ==0)
							begin 
								Y <= F;
								bottle <= 1;
								change <= c1;
							end
					else if (a == 0 && b == 0 && c == 1)
							begin
								Y <= F;
								bottle <= 1;
								change <= c4;
							end
					else	begin
							Y <= E;
							change <= c0;
							end
				F: begin
						Y <= A;
						change <= c0;
					end
				default:
						Y <= 3'bxxx;
			endcase
		end
	endmodule 
```
**flow/constraint.sdc**
```tcl
current_design vending_machine

set clk_period 2.4
set clk_io_pct 0.2

create_clock -name clk0 -period $clk_period [get_ports {clk}]

set non_clock_inputs [all_inputs -no_clocks]
set_input_delay [expr $clk_period * $clk_io_pct] -clock clk0 $non_clock_inputs
set_output_delay [expr $clk_period * $clk_io_pct] -clock clk0 [all_outputs]
```
==> run_results.csv <==
group,metric,value,unit
floorplan,rows,21,
logic_synthesis,async_reset_ff_frac,0.857,
logic_synthesis,synthXorXnorAreaFrac,0.0191,
critical_path,crit_path_end_kind,"register",
drt,vias_per_cell,3.59,
power_and_ir_drop,power_frac_clock,0.309,
finish,final_util,0.163,
finish,nFillCells,384,
critical_path,startpoint_type,"input pin",
clocking,cts_buffers,3,
logic_synthesis,ys.flops,7,
clocking,clk_pin_slew_worst_paths,40,ps
place,portBuffers,5,
critical_path,cp.arrival,1840,ps
floorplan,die_area,6400,µm²
logic_synthesis,netlist_top_cells_area,"dfrtp_1, dfstp_2, buf_6",
global_routing,grt_pass1_wl,1390,µm
finish,syn_to_final_growth,21.5,%
logic_synthesis,adder_share,0,
critical_path,required,2520,ps
logic_synthesis,topCombFamilyByArea,"AND-OR/OR-AND gates",
drt,wl,917,µm
sta,fmax,581,MHz
critical_path,r2r_setup_slack,1100,ps
clocking,htreeDepth,1,
min_path,hp-class,"register to register",
floorplan,die_x,80,µm
logic_synthesis,ys.flop_type,"dfrtp_1",
critical_path,path_class,"input pin to register",
global_routing,antenna_found_initial,0,
logic_synthesis,synth-area-yosys,459,µm²
global_routing,grt_overflow,0,
floorplan,ios,7,
sta,rsz0062_at_grt,"false",
drt,antenna_cells_inserted,0,
drt,first_pass_iters,4,
sta,setup_violations,0,
job,tool_warnings,25,
finish,stdcell_count,100,
min_path,worst_hold_startpoint,"y[2]",
logic_synthesis,top_cells_by_count,"dfrtp_1, nor2_1, inv_1, o21ai_0",
min_path,whs_path_depth,1,
logic_synthesis,synth_area_per_cell,9.37,µm²
clocking,root_buffer,"clkbuf_4",
logic_synthesis,syn_inst,49,
min_path,hold_end,"y[0]",
logic_synthesis,synth-simple-area-share,0.202,
logic_synthesis,top_area_cell,"dfrtp_1",
sta,fin_skew,5.32,ps
logic_synthesis,synth_cell_types,33,
power_and_ir_drop,seqPwrFrac,0.459,
job,cap_violations,0,
drt,drt.antenna.violating_nets,0,
power_and_ir_drop,power_density,558,nW/µm²
place,dpl.cell_count,96,
drt,drt_iter0_markers,15,
sta,untimed_endpoints,2,
finish,layout-drive-gt1-share,0.185,
power_and_ir_drop,p_leak,0.213,nW
clocking,worstSkewPairLatency,240,ps
global_routing,grt_usage,0.0274,
sta,fin_crit,1720,ps
drt,drc_errors,0,
clocking,post_cts_resized,0,
logic_synthesis,edf_count,0,
status,status,"finished clean",
logic_synthesis,yosys.cell_count.top_type,"dfrtp_1",
logic_synthesis,synth_area,459,µm²
clocking,holdBufCountCts,0,
power_and_ir_drop,swShare,0.285,
floorplan,coreArea,3420,µm²
clocking,tritoncts,"done",
power_and_ir_drop,power.share.combinational,0.232,
critical_path,rr_worst_depth,3,
drt,wl_per_cell,9.17,µm
logic_synthesis,yosys_warnings,1,
sta,tns,0,ps
power_and_ir_drop,p_switching,0.0886,mW
place,gp_routability_congestion,0.888,
global_routing,grt_max_degree,14,
power_and_ir_drop,ir_drop,83.6,µV
power_and_ir_drop,internal_power,0.222,mW
power_and_ir_drop,power,0.311,mW
clocking,clock_path_buffers,2,
sta,slew_violations,0,
critical_path,crit_path_max_fanout,9,
logic_synthesis,yosys_cells,49,
floorplan,die_h,80,µm
clocking,post-cts-setup-buffer-count,0,
sta,unclocked_regs,1,
drt,vias,359,
global_routing,grt_pass1_vias,316,
critical_path,reg2reg_to,"y[2]",
logic_synthesis,top_area_frac,0.272,
floorplan,fp_util,0.134,
sta,finalHoldViolCount,0,
critical_path,rr_startpoint,"y[5]",
logic_synthesis,ys_sh_mux,0,
logic_synthesis,yosys.area_share.aoi,0.292,
place,dp_hpwl,704,µm
sta,period_used_share,0.717,
[through the flow]
stage          worst slack (ps)  hold WS [ps]  cell area [µm²]
3_5_place_dp                458           449              532
6_report                    678           453              558
5_1_grt                     645           467              558
2_1_floorplan              1080           184              459
3_3_place_gp                473           445              532
4_1_cts                     713           460              558
[layer usage]
layer | vias to the layer above | routed length [µm] | GRT usage
met4 | 0 | 0 | 0.00704
met3 | 0 | 92 | 0.0193
met1 | 161 | 457 | 0.0376
li1 | 188 | - | -
met2 | 10 | 366 | 0.0329
met5 | - | 0 | 0
[state kept, by name, summed over array words and instances (netlist names)]
name    count
change      1
y           6
[kinds of logic (layout without fill, tap and decap cells)]
logic type             count (synthesis)  count (layout)
latches                                1               1
flip-flops                             6               6
AND/OR/NAND/NOR                       16              16
XOR/XNOR                               1               1
buffers and inverters                  8              13
other                                  1               1
AND-OR/OR-AND                         16              16
[power groups by stage]
stage | Clock, mW | Combinational, mW | Sequential [mW]
after CTS | 0.104 | 0.0726 | 0.141
after global routing | 0.112 | 0.0800 | 0.144
final | 0.0962 | 0.0722 | 0.143
[worst max path at each step]
stage | start | end | slack, ps | cells past startpoint
6_report | c | y[3] | 680 | 5
5_1_grt | c | y[3] | 650 | 5
4_1_cts | c | y[3] | 710 | 5
[placed cells by master, fill, tap and decap left out, types with 2 or more instances in the layout]
cell,instances
clkbuf_4,3
inv_1,3
nor2_1,4
o32ai_1,2
o21ai_0,3
nor3_1,2
nor2b_1,2
dfrtp_1,5
clkdlybuf4s50_1,5
[area by class of cell]
| type | count | area [µm²] | area share |
|---|---|---|---|
| clock buffers | 4 | 26.3 | 0.0471 |
| flip-flops and latches | 7 | 166 | 0.298 |
| inverters | 3 | 11.3 | 0.0202 |
| multi-input cells | 34 | 239 | 0.428 |
| well taps | 46 | 57.6 | 0.103 |
| repair buffers | 6 | 57.6 | 0.103 |
[critical path: stages]
cell,delay (ps)
clkdlybuf4s50_1,630
buf_4,220
xor2_1,140
o21ai_0,130
a32o_1,240
Power figures rest on the tool's default switching activity, not on a simulated workload.
