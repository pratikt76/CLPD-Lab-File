[./design.v]
module COUNT(bout, clk, ldb, decb, datain);
    input clk, ldb, decb;
    input [15:0] datain;
    output reg [15:0]bout;
    always @(posedge clk)
        begin
            if(ldb) bout <= datain;
            else if(decb)
                bout <= bout -1;
        end
endmodule
[./run.sh]
#!/bin/bash
# OpenROAD 26Q1-2900-gdf79404cd8, Yosys 0.63+post, stock flow scripts
make -C /OpenROAD-flow-scripts/flow DESIGN_CONFIG=/design/flow/config.mk WORK_HOME=/design/flow/orfs finish
[./config.mk]
export PLATFORM = sky130hd
export DESIGN_NAME = COUNT
export DESIGN_NICKNAME = COUNT
export VERILOG_FILES = /design/flow/design.v
export SDC_FILE = /design/flow/constraint.sdc
export NUM_CORES = 4
export LEC_CHECK = 1
export CORE_AREA = 10 10 81 81
export DIE_AREA = 0 0 91 91
[./constraint.sdc]
current_design COUNT

set clk_period 4.7
set clk_io_pct 0.2

create_clock -name clk0 -period $clk_period [get_ports {clk}]

set non_clock_inputs [all_inputs -no_clocks]
set_input_delay [expr $clk_period * $clk_io_pct] -clock clk0 $non_clock_inputs
set_output_delay [expr $clk_period * $clk_io_pct] -clock clk0 [all_outputs]
==> results.py <==
# Metrics from the implementation run
metrics = {
    "status": {
        "status": "finished, final reports clean",
    },
    "route": {
        "vias": 766,
        "wl_per_cell_um": 12.77,
        "drt_iter0_drc": 57,
        "ant_nets": 0,
        "detail_route.first_pass.iterations": 4,
        "viasPerCell": 4.010,
        "drc": 0,
        "wirelength_um": 2440,
        "insertedDiodeCount": 0,
    },
    "placement": {
        "io_buffers": 34,
        "hpwl_um": 1926,
        "gp_congestion": 0.7687,
    },
    "global_routing": {
        "grt_max_degree": 32,
        "grt_antenna_before_repair": 0,
        "grt_pass1_vias": 809,
        "grt-ovfl-total": 0,
        "grt_pass1_wl_um": 4105,
        "grtUsageTotal": 0.06020,
    },
    "clock_tree": {
        "cts.sinks": 16,
        "root_buffer": "clkbuf_8",
        "ctsHoldBuffers": 0,
        "cts_setup_buffers": 0,
        "cts.repair.resized": 0,
        "clkTransAtPathRegs_ns": 0.06,
        "cts_tree": "done",
        "cts_buffers": 3,
        "insertion_delay_ns": 0.25,
        "h-tree-depth": 1,
        "clockBufferDepth": 2,
    },
    "floorplanning": {
        "fp.dieW_um": 91,
        "die_y_um": 91,
        "initial_core_util": 0.1956,
        "dieArea_mm2": 0.008281,
        "num_rows": 25,
        "boundaryPins": 35,
        "core-area_mm2": 0.004817,
    },
    "worst_setup_path": {
        "timing.critical_path.max_delay_family": "buffers and inverters",
        "crit_type": "register to output port",
        "crit_chain": "clkdlybuf4s50_1",
        "critPathRequiredTime_ns": 3.76,
        "worst-endpoint-arrival_ns": 1.27,
        "rrSetupSlack_ns": 2.69,
        "crit_buf_inv": 1,
        "worstSetupStartpointType": "register",
        "cp_slowest_cell": "clkdlybuf4s50_1",
        "path_max_fanout": 5,
        "slowest_delay_ns": 0.53,
        "cp-end-kind": "output port",
    },
    "pwr": {
        "p_leak_nw": 0.4693,
        "p_per_area_mw_per_mm2": 279.3,
        "seqPwrFrac": 0.516,
        "p_comb_frac": 0.225,
        "internal-power_uw": 295.9,
        "peakVddDrop_v": 0.0001662,
        "clkPwrFrac": 0.259,
        "swShare": 0.2473,
        "p_switching_uw": 97.21,
    },
    "sta": {
        "fin_skew_ns": 0.005897,
        "hold_ws_ns": 0.6662,
        "rsz0062_at_grt": "false",
        "slew_headroom": 0.6204,
        "fmax_mhz": 453.5,
        "setup_viol": 0,
        "hold_viol_final": 0,
        "period_needed_ns": 2.205,
        "fin_setup_tns_ns": 0,
        "tightest_slew_ns": 0.5650,
        "post-route-period-util": 0.4692,
        "drv_slew": 0,
    },
    "layout": {
        "largest_reg_flops": 16,
        "final_util": 0.2922,
        "layout-area-overhead-vs-synth_pct": 49.40,
        "drive_above_1_share": 0.08871,
        "regMostFlops": "bout",
        "top_regs": "bout x16",
    },
    "yosys": {
        "ys_chip_area_um2": 942.2,
        "synth_flops": 16,
        "syn_area_um2": 942.2,
        "ys_types": 23,
        "ys_seq_share": 0.5100,
        "avgSynthCellArea_um2": 10.71,
        "ys_warn_count": 1,
        "yosys-stat-cells": 88,
        "netlist_instances": 88,
    },
    "flow_run": {
        "warnings": 25,
        "drv_cap": 0,
    },
    "hold_path": {
        "hold_class": "register to register",
    },
}
## cells by family (layout without fill, tap and decap cells)
kind of cell	after synthesis	in the layout	synth area share
flops	16	16	0.5100
xor+xnor	13	13	0.1209
simple gates	35	35	0.2244
fa+ha+maj	1	1	0.01328
compound gates	15	15	0.08366
mux	2	2	0.02390
buf+inv	6	42	0.02390
## cells in the mapped netlist
library cell,n,area (um2)
and2b_2,1,8.760
nor3_1,3,15.01
nand4_1,3,18.77
ha_1,1,12.51
xor2_1,8,70.07
or2_2,1,6.260
a21oi_1,1,5.000
nand4b_1,1,8.760
o21ai_0,7,35.03
clkbuf_1,3,11.26
nand3b_1,2,15.01
xnor2_1,5,43.79
nand2_1,15,56.30
nor3b_2,1,12.51
edfxtp_1,16,480.5
nor2_1,3,11.26
o31a_1,1,8.760
nor4_4,2,42.54
nand3_1,2,10.01
nor4_1,1,6.260
o21ai_1,6,30.03
mux2_2,2,22.52
inv_1,3,11.26
## final timing paths
path	startpoint	to	cells after the start
max	bout[2]$_DFFE_PP_	bout[2]	1
min	bout[15]$_DFFE_PP_	bout[15]$_DFFE_PP_	2
max reg2reg	bout[0]$_DFFE_PP_	bout[14]$_DFFE_PP_	6
min reg2reg	bout[15]$_DFFE_PP_	bout[15]$_DFFE_PP_	2
## power by group through the flow
| stage | sequential, mW | clock (mW) | combinational (mW) |
|---|---|---|---|
| 4_1_cts | 0.203 | 0.104 | 0.0907 |
| 5_1_grt | 0.206 | 0.110 | 0.0988 |
| 6_report | 0.203 | 0.102 | 0.0884 |
## layer usage
layer / share of wire / global-route usage / vias up
met1: 0.48 / 0.08142 / 345
met2: 0.42 / 0.09010 / 31
li1: - / - / 388
met3: 0.098 / 0.02988 / 2
met5: 0 / 0 / -
met4: 0.0037 / 0.002611 / 0
## stage by stage
stage               setup WS (ns)  std cells  power [mW]  cell area [um2]
global placement            2.290        187      0.2930             1363
floorplan                   2.869         88      0.2359            942.2
global route                2.425        191      0.4153             1408
finish                      2.495        191      0.3931             1408
detailed placement          2.241        187      0.2959             1363
CTS                         2.479        191      0.3975             1408
## cell usage in the layout (no fill, tap or decap), types with 2 or more instances in the layout
cell / n
nor3_1: 3
nor4_4: 2
edfxtp_1: 16
nand4_1: 3
nand3b_1: 2
clkbuf_8: 3
nor2_1: 3
mux2_2: 2
nand2_1: 15
xor2_1: 8
o21ai_1: 6
o21ai_0: 7
xnor2_1: 5
nand3_1: 2
inv_1: 3
clkdlybuf4s50_1: 34
## area by class of cell
type                            count  area, um2
Inverter                            3      11.26
Tap cell                           67      83.83
Clock inverter                      1      3.754
Sequential cell                    16      480.5
Clock buffer                        3      41.29
Fill cell                         516       3410
Multi-Input combinational cell     66      439.2
Timing Repair Buffer               35      347.8
Power figures rest on the tool's default switching activity, not on a simulated workload.
