===== ./config.mk =====
export PLATFORM = sky130hd
export DESIGN_NAME = ADD
export DESIGN_NICKNAME = ADD
export VERILOG_FILES = /design/flow/design.v
export SDC_FILE = /design/flow/constraint.sdc
export NUM_CORES = 4
export LEC_CHECK = 1
export CORE_AREA = 10 10 70 70
export DIE_AREA = 0 0 80 80

===== ./constraint.sdc =====
current_design ADD

set clk_period 7.9
set clk_io_pct 0.2

create_clock -name clk0 -period $clk_period

set non_clock_inputs [all_inputs -no_clocks]
set_input_delay [expr $clk_period * $clk_io_pct] -clock clk0 $non_clock_inputs
set_output_delay [expr $clk_period * $clk_io_pct] -clock clk0 [all_outputs]

===== ./design.v =====
module ADD(z, x, y);
    input [15:0]x, y;
    output reg [15:0]z;
    always @(*)
        z = x + y;
endmodule

===== ./run.sh =====
#!/bin/bash
# OpenROAD 26Q1-2900-gdf79404cd8, Yosys 0.63+post, stock flow scripts
make -C /OpenROAD-flow-scripts/flow DESIGN_CONFIG=/design/flow/config.mk WORK_HOME=/design/flow/orfs finish

==> run summary <==
Implementation results. Final tally of max-slew violations landed at 0. Placeable core region landed at roughly 3400 um^2. The endpoint of the worst hold path is reported as z[0]. Total grt overflow landed at 0. Final clock period utilization by the worst path landed at 0.735. Delay of the slowest cell on the worst path landed at 440 ps. The min-delay analysis places its worst path in the category in -> out.

Data on the critical path is required at its endpoint by 6320 ps. The worst setup path is captured at an output pin. The report lists the power per cell area as 84.3 nW/um^2. Vertical extent of the die landed at around 80 um. Tally of yosys warning messages landed at 1. Final total negative setup slack landed at 0 ps. Synthesized cell area landed at 724 um^2.

Fraction of final layout cells sized beyond drive strength 1 landed at 0.0274. Number of maximum-capacitance violations landed at 0. Per the detail_route report, routed wire per instance is 12.6 um. Number of buffers inserted for hold repair after clock tree synthesis landed at 0. The first global-routing pass estimated 3950 um of wire. Relative to the synthesized area, the layout overhead comes to 74.3%. Detailed routing inserted a total of approximately 900 vias.

The number of cells reported by Yosys stat comes to slightly below 100. Number of hold violations in the final report landed at 0. Per STA, the library cell used most along the worst path is sky130_fd_sc_hd__clkdlybuf4s50_1. The wire length recorded after detailed routing is 2420 um. Count of antenna-violating nets left after detailed routing landed at 0. Along the worst hold path, the cell count comes to 3. Sequential cell area landed at 0 um^2. The flow ran to the end, and the final reports show no timing, DRC or antenna violations. After its last routability iteration, the placer logged a weighted congestion of 0.850. Setup repair after global routing left no endpoint under its margin. Largest net degree at the start of global routing landed at 7.

Worst setup slack after placement landed at 2090 ps. The worst setup path is launched from an input pin. Final critical path time including I/O delays and setup landed at 5810 ps. Maximum vdd ir drop landed at 19.9 uV. Relative slew slack landed at 0.691. Number of warning messages in the logs landed at 32. The signal on the critical path passes through clkdlybuf4s50_1 -> ha_1 -> fa_1 -> a21o_2 -> a311oi_2 -> o21ai_0 -> a311oi_1 -> nor3_1 -> clkdlybuf4s50_1.

After floorplanning, the core was divided into 21 placement rows. Sequential cell count of the final layout landed at 0. HPWL after detailed placement landed at 2200 um. After detailed routing, the number of vias per cell comes to 4.58.

Looking at the critical path, the single cell with the biggest stage delay is sky130_fd_sc_hd__clkdlybuf4s50_1. Summing all multiplexer cells gives an area fraction of 0.0138. Number of distinct library cells after synthesis landed at 27.

Core utilization before placement landed at 0.212. Number of inserted diodes landed at 0. In this run the mean area of a mapped cell was 7.39 um^2. In this design, the largest share of critical-path delay is due to AND-OR/OR-AND gates. In the layout the commonest cells are 48 x sky130_fd_sc_hd__clkdlybuf4s50_1, 17 x sky130_fd_sc_hd__a21oi_1, 15 x sky130_fd_sc_hd__ha_1. In this run, the synthesized area fraction spent on and/or/nand/nor cells is recorded as 0.150. The last timing report of the flow puts the setup violation total at 0. The power report puts the leakage power at ~0.50 nW.

Yosys-reported design area after synthesis landed at 724 um^2. Global routing usage summed across all routing layers landed at 0.0724. The first detailed-routing pass ran for 4 iterations. Register share after synthesis landed at 0. Among logic cells in the layout, the one with the most instances is sky130_fd_sc_hd__clkdlybuf4s50_1. Along the critical path, the tally of buffer and inverter instances is 2. The critical path is of the in -> out type.

Per the hold report, the tightest min-delay path originates at x[0]. Port buffering added 48 buffers. The synthesized netlist handed to floorplanning was reported with a cell count of about 100. The violation tally recorded at the end of detailed-routing iteration 0 is 35. Of the total synthesized cell area, the portion taken by full adders, half adders and majority gates is 0.287.

Maximum fanout count along the critical path landed at 3. Initial antenna violation count landed at 0. Count of cells resized by post-cts repair landed at 0. Looking at the max-slew report, the worst-margin pin has a slew of 459 ps. Area fraction in compound gates after synthesis landed at 0.352. Remaining design rule violation count landed at 0. Area fraction in xor and xnor cells landed at 0.181. The die is 80 um wide. Final setup slack of the worst path landed at approximately 2100 ps. Once the clock tree was built, the setup fixing pass inserted 0 buffers. Data arrival at the endpoint of the critical path landed at ~4200 ps. Maximum operating frequency landed at 172 MHz. Overall die area landed at 6400 um^2. Clock buffers in the final layout number 0. In the synthesized netlist, the dominant kind of combinational cell is AND-OR/OR-AND gates. Pin placement for this block handled approximately 48 I/O pins.

The via count of the first global-routing pass was 903.
==> cells in the mapped netlist <==
master / instances / share of area
sky130_fd_sc_hd__nand2_1: 9 / 0.047
sky130_fd_sc_hd__nor2b_1: 2 / 0.017
sky130_fd_sc_hd__o41ai_2: 1 / 0.022
sky130_fd_sc_hd__nand3_1: 4 / 0.028
sky130_fd_sc_hd__nor3b_1: 1 / 0.010
sky130_fd_sc_hd__a21o_1: 2 / 0.021
sky130_fd_sc_hd__a311oi_1: 1 / 0.012
sky130_fd_sc_hd__a31oi_1: 1 / 0.0086
sky130_fd_sc_hd__or2_2: 1 / 0.0086
sky130_fd_sc_hd__a21o_2: 1 / 0.012
sky130_fd_sc_hd__nor2_1: 2 / 0.010
sky130_fd_sc_hd__mux2i_1: 1 / 0.014
sky130_fd_sc_hd__o21ai_0: 8 / 0.055
sky130_fd_sc_hd__a211o_1: 1 / 0.012
sky130_fd_sc_hd__o21bai_1: 2 / 0.021
sky130_fd_sc_hd__xor2_1: 5 / 0.060
sky130_fd_sc_hd__ha_1: 15 / 0.26
sky130_fd_sc_hd__a211oi_1: 1 / 0.010
sky130_fd_sc_hd__nor3_1: 3 / 0.021
sky130_fd_sc_hd__xnor2_1: 10 / 0.12
sky130_fd_sc_hd__o211ai_1: 3 / 0.031
sky130_fd_sc_hd__and3_1: 1 / 0.0086
sky130_fd_sc_hd__inv_1: 3 / 0.016
sky130_fd_sc_hd__a21oi_1: 17 / 0.12
sky130_fd_sc_hd__a311oi_2: 1 / 0.021
sky130_fd_sc_hd__fa_1: 1 / 0.028
sky130_fd_sc_hd__o22ai_1: 1 / 0.0086
==> worst max-delay path by stage <==
stage,depth (start not counted),slack (ps),start,endpoint
finish,9,2090,y[0],z[10]
global route,9,1910,y[0],z[12]
CTS,9,2080,y[0],z[12]
==> cells by family (layout without fill, tap and decap cells) <==
logic type	after synthesis	after routing
AND/OR/NAND/NOR	23	23
multiplexers	1	1
adder cells (fa/ha/maj)	16	16
AND-OR/OR-AND	40	40
buffers and inverters	3	51
XOR/XNOR	15	15
==> power breakdown <==
| part | switching, mW | internal, mW | total [mW] |
|---|---|---|---|
| clock network | 0 | 0 | 0 |
| registers | 0 | 0 | 0 |
| logic | 0.0389 | 0.0675 | 0.106 |
==> worst min-delay path: cells and delay by family <==
family | cells | cell delay, ps
fa+ha+maj | 1 | 110
buf+inv | 2 | 920
==> final cells by class <==
| cell class | count | area, um^2 |
|---|---|---|
| multi-input combinational | 95 | 713 |
| inverter | 3 | 11.3 |
| tap | 46 | 57.6 |
| timing repair buffer | 48 | 480 |
| fill | 345 | 2150 |
==> layer usage <==
metal  track usage  vias to the layer above  routed length (um)
li1              -                      466                   -
met1        0.0960                      385                1110
met2         0.120                       28                1090
met3        0.0216                        0                 215
met4             0                        0                   0
met5             0                        -                   0
==> through the flow <==
| stage | instances | util | power [mW] | area, um^2 | hold slack (ps) |
|---|---|---|---|---|---|
| floorplan | 98 | - | 0.0475 | 724 | 3230 |
| global route | 192 | 0.370 | 0.119 | 1260 | 4250 |
| detailed placement | 192 | 0.370 | 0.108 | 1260 | 4190 |
| CTS | 192 | 0.370 | 0.109 | 1260 | 4200 |
| global placement | 192 | 0.370 | 0.108 | 1260 | 4200 |
| finish | 192 | 0.370 | 0.106 | 1260 | 4190 |
No activity file was given, so power comes from the tool's default toggle rates.
